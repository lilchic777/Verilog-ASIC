File: flow/design.v
module FDIV3 (CLK,K_OR,K1,K2);
    input CLK;
    output K_OR,K1,K2;
    reg[2:0] C1,C2;
    reg M1,M2;
    always @(posedge CLK) begin
        if (C1==4) C1<=0;   else C1<=C1+1;   
        if (C1==1) M1<=~M1; else if (C1==3) M1=~M1;  
    end
    always @(negedge CLK) begin
        if (C2==4) C2<=0;   else C2<=C2+1;   
        if (C2==1) M2<=~M2; else if (C2==3) M2=~M2;  
    end
    assign K1 = M1;
    assign K2 = M2;
    assign K_OR = M1 | M2;   
endmodule
File: flow/constraint.sdc
current_design FDIV3

set clk_period 1.3
set clk_io_pct 0.2

create_clock -name clk0 -period $clk_period [get_ports {CLK}]

set non_clock_inputs [all_inputs -no_clocks]
set_input_delay [expr $clk_period * $clk_io_pct] -clock clk0 $non_clock_inputs
set_output_delay [expr $clk_period * $clk_io_pct] -clock clk0 [all_outputs]
File: flow/run.sh
#!/bin/bash
# OpenROAD 26Q1-2900-gdf79404cd8, Yosys 0.63+post, stock flow scripts
make -C /OpenROAD-flow-scripts/flow DESIGN_CONFIG=/design/flow/config.mk WORK_HOME=/design/flow/orfs finish
File: flow/config.mk
export PLATFORM = sky130hd
export DESIGN_NAME = FDIV3
export DESIGN_NICKNAME = FDIV3
export VERILOG_FILES = /design/flow/design.v
export SDC_FILE = /design/flow/constraint.sdc
export NUM_CORES = 4
export LEC_CHECK = 1
export CORE_AREA = 10 10 70 70
export DIE_AREA = 0 0 80 80
==> notes.md <==
Flow results follow.

The flow ran to the end, but the final reports show violations. The checks that failed: negative setup slack. The maximum clock path buffer count is 2.

Buffers inserted to repair hold after CTS numbered 0. By area the synthesized netlist is led by sky130_fd_sc_hd__dfxtp_1 35%, sky130_fd_sc_hd__ha_1 22%, sky130_fd_sc_hd__edfxtp_1 17%. The number of nets with antenna violations after detailed routing is 0. Across all hold checks on the routed design, the worst slack comes to 0.453 ns. The total routed wirelength is 491 um. The signal on the critical path passes through inv_2 > nand2_1 > buf_2. The vias after detailed routing is 243. Excluding fillers, the count of instances in the completed layout stands at about 90. The synthesized area is 347 um2. The synthesized instance count is 32.

The share of final-layout standard cells stronger than drive strength 1 is 0.205. By instance count after routing, the leading logic cell types are 9 x sky130_fd_sc_hd__inv_1, 6 x sky130_fd_sc_hd__dfxtp_1, 6 x sky130_fd_sc_hd__ha_1. Summed over all nets, the half-perimeter wirelength after detailed placement is around 400 um. After detailed routing, the number of vias per cell comes to around 2.7. The H-tree level count is 1. The first-pass GRT wire length is 821 um. The number of endpoints with negative hold slack in the final report is 0.

The analysis reports a worst IR drop on VDD of approximately 0.16 mV. STA reports the tightest min-delay check as being of type reg2reg. TritonRoute output was used to compute an average wire per cell of 5.46 um. The count of routing violations after the opening detailed-route iteration is 21. The global routing report lists combined usage of all routing layers as 0.0170. For the final database, setup skew stands at 0.00639 ns. TritonCTS built the clock tree.

The synthesized netlist has a Yosys-reported chip area of 347 um2. The average footprint of a synthesized cell is 10.8 um2. The largest driver fanout on the critical path is 2. The setup slack of the critical path after layout is -0.504 ns. The pin count of the biggest net entering global routing is 6. The number of placement rows is 21. The number of global-route vias before repair is 215. Wire segments on met3 add up to 76 um in the final route. The core outline area is 0.00342 mm2. Setup repair after global routing could not meet its margin everywhere.

The total number of yosys warnings is 1. Per the OpenROAD floorplan log, the height of the die is 80 um. The placement summary gives the final routability congestion estimate as approximately 0.66.

The placed cell area is roughly 440 um2. The number of antenna violations at the first check in global routing is 0. The iteration count of the initial detailed-routing pass is 4. The clock-pin slew on the worst setup and hold paths is 0.05 ns. Across the run, the number of max-cap violations was 0. The leakage power total is ~0.23 nW. Warnings raised by the tools during the run amount to 35.

The type of origin of the critical path is a register. The highest-delay cell along the critical path is sky130_fd_sc_hd__edfxtp_1. Antenna repair during routing inserted a diode count of 0. In the per-layer breakdown of the detailed-route log, met1 shows 220 um.

The count of boundary I/O pins is 4. The completed layout was analyzed and its total power is 500 uW. From synthesis to final layout, the design area changed by 37.2%. The DRC violation count after routing is 0.

The global route total overflow is 0. Per the cell usage report, the commonest logic cell in the layout is sky130_fd_sc_hd__inv_1. The insertion delay of the later-clocked pin in the worst-skew pair is 0.31 ns. The number of distinct library cells after synthesis is 12. The uppermost metal layer occupied by signal nets is met3. The buffer type at the clock tree root is sky130_fd_sc_hd__clkbuf_4. The cell total in the yosys stat output is 32. The routed length on met2 is 194 um. The final max-slew violation count is 0. According to the CTS report, the clock sink count is 8. The count of input and output buffers is 3. Headroom to the max-slew limit came out at 0.896. The number of flip-flops and latches in the synthesized netlist is 8.

The endpoint kind of the worst setup timing path is a primary output. The arrival time of data at the critical path endpoint is 1.54 ns. In this run, placement finished with an instance count of between 80 and 90. The total CTS buffers is 3. The power density over cell area is 1050 mW/mm2. For this run, the register share of the synthesized area comes to 0.520. The delay of the slowest cell on the worst path is between 0.3 and 0.4 ns. The area fraction of the largest cell type after synthesis is 0.347. The required time at the endpoint of the critical path is 1.04 ns.

The chip area is 0.00640 mm2. The worst setup path is of the reg2out kind. The number of failing setup endpoints in the final timing report is 2. The largest total area in the synthesized netlist belongs to sky130_fd_sc_hd__dfxtp_1. The post-route cell area is 475 um2.

The die width is 80 um. The transition time recorded at the tightest slew-check pin is 0.156 ns. In the floorplan report the effective utilization is 0.101.
-- worst max-delay path: cells and delay by family (launching register included) --
kind / cells / cell delay, ns
buf+inv: 2 / 0.17
flops: 1 / 0.38
simple gates: 1 / 0.04
-- routing by layer --
metal,vias up,global-route usage
met5,-,0
met4,0,0.00528
met3,0,0.0216
met2,6,0.0209
met1,111,0.0169
li1,126,-
-- report_power, final --
part	internal (mW)	leakage [nW]	total [mW]	switching, mW
sequential	0.255	0.0716	0.255	0
combinational	0	0.120	0.000000120	0
clock	0.134	0.0363	0.245	0.111
-- repair_timing --
action                                  CTS  global route
setup buffers                             1             0
cloned                                    0             0
endpoints found under the setup margin    3             2
pin swaps                                 0             0
endpoints found under the hold margin     0             0
gates resized                             7             1
-- state kept, by name, indices dropped and copies added, names as in the netlist --
signal	cells
C1	3
C2	3
M1	1
M2	1
-- logic make-up (layout without fill, tap and decap cells) --
logic type,Yosys count,after routing,synth area share
flops,8,8,0.520
buf+inv,8,20,0.0866
fa+ha+maj,6,6,0.217
compound gates,6,6,0.108
simple gates,3,3,0.0397
mux,1,1,0.0289
-- synth_stat cells --
cell and instances:
sky130_fd_sc_hd__inv_1 7, sky130_fd_sc_hd__dfxtp_1 6, sky130_fd_sc_hd__ha_1 6, sky130_fd_sc_hd__a21oi_1 3
sky130_fd_sc_hd__a21boi_0 2, sky130_fd_sc_hd__edfxtp_1 2, sky130_fd_sc_hd__a21o_1 1, sky130_fd_sc_hd__inv_2 1
sky130_fd_sc_hd__mux2i_1 1, sky130_fd_sc_hd__nand2_1 1, sky130_fd_sc_hd__nand2b_1 1, sky130_fd_sc_hd__nor2_1 1
-- cell type report --
class                           instances  area, um2
Fill cell                             394       2940
Clock buffer                            4       26.3
Clock inverter                          4       15.0
Inverter                                7       26.3
Tap cell                               46       57.6
Timing Repair Buffer                    5       33.8
Multi-Input combinational cell         16        136
Sequential cell                         8        180
-- final timing paths --
path | start | end | slack, ns | depth (start not counted)
max | M2 | K_OR | -0.50 | 3
min | C1[0] | C1[0] | 0.45 | 1
max reg2reg | C2[0] | M2 | 0.21 | 3
min reg2reg | C1[0] | C1[0] | 0.45 | 1
-- through the flow --
| stage | setup TNS, ns | worst slack [ns] | utilization |
|---|---|---|---|
| after floorplan | -0.0313 | -0.0313 | - |
| after global placement | -0.895 | -0.494 | 0.129 |
| after detailed placement | -0.899 | -0.500 | 0.129 |
| after CTS | -0.941 | -0.519 | 0.139 |
| after global routing | -1.06 | -0.582 | 0.139 |
| final | -0.929 | -0.504 | 0.139 |
Power figures rest on the tool's default switching activity, not on a simulated workload.
