### ./design.v
module CNT1010 (CLK,RST,EN,COUT,DOUT2,DOUT1);
    input CLK,EN,RST;
    output [3:0] DOUT2,DOUT1;        
    output COUT; 
    reg [3:0] Q2,Q1; reg COUT;
    assign DOUT2 = Q2;
    assign DOUT1 = Q1;
    always @(posedge CLK or negedge RST)     
    begin 
        if(!RST) begin Q1 <= 4'b0000;Q2 <= 4'b0000; end
        else if(EN) 
        begin
            if(Q1 < 9)  Q1 <= Q1 + 1;      
            else begin
                Q1 <= 4'b0000;
                if(Q2 < 9)  Q2 <= Q2 + 1;    
                else  Q2 <= 4'b0000;
            end
        end
    end
    always @(Q2,Q1)  
        if((Q2==4'h9)&(Q1==4'h9))  COUT = 1'b1;
        else  COUT = 1'b0;
endmodule
### ./run.sh
#!/bin/bash
# OpenROAD 26Q1-2900-gdf79404cd8, Yosys 0.63+post, stock flow scripts
make -C /OpenROAD-flow-scripts/flow DESIGN_CONFIG=/design/flow/config.mk WORK_HOME=/design/flow/orfs finish
### ./constraint.sdc
current_design CNT1010

set clk_period 2.8
set clk_io_pct 0.2

create_clock -name clk0 -period $clk_period [get_ports {CLK}]

set non_clock_inputs [all_inputs -no_clocks]
set_input_delay [expr $clk_period * $clk_io_pct] -clock clk0 $non_clock_inputs
set_output_delay [expr $clk_period * $clk_io_pct] -clock clk0 [all_outputs]
### ./config.mk
export PLATFORM = sky130hd
export DESIGN_NAME = CNT1010
export DESIGN_NICKNAME = CNT1010
export VERILOG_FILES = /design/flow/design.v
export SDC_FILE = /design/flow/constraint.sdc
export NUM_CORES = 4
export LEC_CHECK = 1
export CORE_AREA = 10 10 70 70
export DIE_AREA = 0 0 80 80
==> Flow_metrics.wiki <==
=== Synthesis and place and route ===
{| class="wikitable"
! Metric !! Value
|-
| Number of global-route vias before repair || 420
|-
| Met3 routing resource usage after global routing || between 2 and 3%
|-
| Core area || 3420 sq um
|-
| Beginning of the worst register-to-register path || Q2[0]
|-
| Layout overhead on the synthesized area || 36.9%
|-
| Final HPWL DP || 946 um
|-
| Residual DRC count || 0
|-
| CP cell instances || inv_1, ha_1, nand2_1, nor4_1, clkdlybuf4s50_1
|-
| Worst rel slew slack || 75.6%
|-
| Total track usage || 3.75%
|-
| Clock root cell || sky130_fd_sc_hd__clkbuf_4
|-
| CP Class || reg -> out
|-
| Area fraction of the dominant cell type after synthesis || 38.8%
|-
| Mean cell area of the mapped netlist || 9.73 sq um
|-
| Hold-fix buffers at CTS || 0
|-
| Initial DRC count || 20
|-
| Iteration count of the initial detailed-routing pass || 3
|-
| Endpoint class of the critical path || output pin
|-
| Fin Setup TNS || 0 ns
|-
| Library cell occupying the most area in the post-synthesis netlist || sky130_fd_sc_hd__dfrtp_1
|-
| Crit-path max cell delay || 0.51 ns
|-
| GRT met1 Usage || 4.06%
|-
| Die span in y || ~80 um
|-
| F_max || 451 MHz
|-
| Leading cell type in the layout, fill and taps excluded || sky130_fd_sc_hd__clkdlybuf4s50_1
|-
| Post-CTS resize count || 0
|-
| CTS clk-pin slew, worst paths || 0.05 ns
|-
| Smallest hold slack || 0.592 ns
|-
| Summed instance area of the synthesized netlist || between 500 and 600 sq um
|-
| Critical path data arrival time || 1.66 ns
|-
| Num CTS Buffers || 3
|-
| Routability congestion estimate || 0.795
|-
| Met2 Resource Use GR || 6.18%
|-
| Top Family by Delay on Critical Path || buffers and inverters
|-
| Yosys synthesis warning count || 1
|-
| Ports || 12
|-
| Postcts setup bufs || 0
|-
| Ratio of cells with drive above 1 in the final layout || 11.9%
|-
| Shortest clock period the worst path allows after layout || 2.22 ns
|-
| Power density of the placed cells || 839 nW/um^2
|-
| Final Hold Fails || 0
|-
| Peak-usage layer in the global routing report || met2
|-
| Final Routed Wirelength || around 1100 um
|-
| Final tally of setup violations || 0
|-
| Worst-path maximum fanout || 5
|-
| Count of mapped cells out of synthesis || 53
|-
| Clock insertion delay at the later pin of the skew report || roughly 0.25 ns
|-
| CTS tree || yes
|-
| Tally of OpenROAD warnings || 29
|-
| Synthesized chip area reported by yosys || about 520 sq um
|-
| Static leakage || 0.311 nW
|-
| First-pass GRT wire length || 1930 um
|-
| Diode count || 0
|-
| Minimum setup slack among reg-to-reg paths || 1.34 ns
|-
| Full die area || 6400 sq um
|-
| Unrepaired setup endpoints after global routing || no
|-
| Endpoint of the most critical register-to-register path || Q2[0]
|-
| Critical Path Start Type || flip-flop
|-
| Buffer levels on the longest clock path || 2
|-
| Antenna violations before repair || 0
|-
| Maximum level of the CTS H-tree || 1
|-
| Distinct cells, synth || 20
|-
| Yosys cell count || 53
|-
| Number of max-slew violations in the final report || 0
|-
| IR Drop Worst-Case VDD || 189 uV
|-
| Number of maximum-capacitance violations || 0
|-
| Total power after layout || between 0.0005 and 0.0006 W
|-
| Required time at the worst-slack endpoint || 2.24 ns
|-
| Period utilisation layout || 79.2%
|-
| Share of the yosys chip area belonging to registers || 38.8%
|-
| Die Wd || 80 um
|-
| Buffering stage count on the worst path with inverters included || 2
|-
| Largest cells by area after synthesis || sky130_fd_sc_hd__dfrtp_1 (39%), sky130_fd_sc_hd__ha_1 (15%), sky130_fd_sc_hd__nand4_1 (4.9%)
|-
| Final clock skew || 0.00148 ns
|-
| Post-DR vias/cell || 3.59
|-
| Largest net degree at the start of global routing || 9
|-
| Effective utilization at floorplan || 15.1%
|-
| Seq cells post-synth || 8
|-
| Routed wire per std cell || 9.88 um
|-
| Port buffer count || 11
|-
| Pin slew with the least headroom to its limit || 0.365 ns
|-
| Worst Reg-to-Reg Cells || 5
|-
| Antenna Nets Post-Route || 0
|-
| Most frequent cells in the layout || sky130_fd_sc_hd__clkdlybuf4s50_1 (11), sky130_fd_sc_hd__dfrtp_1 (8), sky130_fd_sc_hd__inv_1 (6), sky130_fd_sc_hd__ha_1 (6)
|-
| Worst hold path type || in -> async
|-
| Result of the run || complete, no violations
|-
| Total number of vias || ~400
|-
| Total congestion overflow || 0
|-
| Placement row count || 21
|-
| Clock Sinks || 8
|-
| Standard cell with the maximum stage delay on the critical path || sky130_fd_sc_hd__clkdlybuf4s50_1
|}
## worst max path at each step
stage	from	to	depth (start not counted)
global route	Q1[1]	COUT	5
finish	Q1[1]	COUT	5
CTS	Q1[1]	COUT	5
## power breakdown
group | internal (W) | switching (W) | leakage [nW] | total [W]
combinational | 0.000171 | 0.000109 | 0.201 | 0.000281
sequential | 0.000161 | 0.0000674 | 0.0959 | 0.000228
clock | 0.0000487 | 0.0000344 | 0.0138 | 0.0000831
total | 0.000381 | 0.000211 | 0.311 | 0.000592
## routing by layer
metal,up-vias,routed length (um)
met3,2,117
met4,0,14
met2,9,527
met1,183,458
met5,-,0
li1,212,-
## kinds of logic (layout without fill, tap and decap cells)
| kind of cell | count (synthesis) | count (layout) | share of synthesized area, % |
|---|---|---|---|
| simple gates | 21 | 21 | 23.3 |
| compound gates | 9 | 9 | 12.4 |
| flops | 8 | 8 | 38.8 |
| fa+ha+maj | 6 | 6 | 14.6 |
| buf+inv | 6 | 20 | 4.37 |
| mux | 2 | 2 | 4.85 |
| xor+xnor | 1 | 1 | 1.70 |
## through the flow
step	setup WS [ns]	cells	instance area (sq um)	utilization (%)
2_1_floorplan	1.47	53	515	-
3_3_place_gp	0.854	110	683	20.0
3_5_place_dp	0.811	110	683	20.0
4_1_cts	0.546	113	706	20.7
5_1_grt	0.383	113	706	20.7
6_report	0.584	113	706	20.7
## sequential cells by signal (all words and copies together) (netlist names)
name,flops
Q1,4
Q2,4
## cells in the mapped netlist (all sizes together)
cell and count:
o21ai 4, inv 6, nand2b 1, o211a 1, dfrtp 8, nor4 1, mux2i 1, ha 6
a22o 1, and2 1, a211o 1, o31ai 2, nand4 4, nor2b 2, nand2 6, nand3 1
mux2 1, nor2 5, xor2 1
## cell type report
| class | instances | area (sq um) |
|---|---|---|
| fillers | 381 | 2710 |
| multi-input cells | 39 | 293 |
| flip-flops and latches | 8 | 200 |
| repair buffers | 11 | 110 |
| well taps | 46 | 57.6 |
| clock buffers | 3 | 22.5 |
| inverters | 6 | 22.5 |
## worst reg2reg max path: cells and delay by family (launching register included)
| kind | cells | cell delay, ns |
|---|---|---|
| AOI/OAI and AO/OA | 1 | 0.24 |
| adders and majority gates | 1 | 0.19 |
| buffers and inverters | 1 | 0.10 |
| DFF | 1 | 0.41 |
| muxes | 1 | 0.26 |
| and+or+nand+nor | 1 | 0.15 |
Power and IR drop assume default switching activity.
