==> flow/design.v <==
module main(clk,clk0,clk1,clk2,clk3,rst,setpw,judge,pos,led,pos_countdown,led_countdown,staus,g_rst);
input clk; 
input clk0,clk1,clk2,clk3; 
input rst; 
input setpw; 
input judge; 
output reg [3:0] pos; 
output [6:0] led; 
output [6:0] led_countdown; 
output reg pos_countdown; 
output reg staus; 
output reg g_rst;  
integer clock_led,clock_countdown; 
wire [3:0] q0,q1,q2,q3; 
reg [3:0] pw0,pw1,pw2,pw3; 
reg [3:0] num; 
reg timeout; 
reg [3:0] countdown; 
reg input_start,input_rst;
initial
begin
    countdown=4'b0101;  
    pos=4'b0001;  
    timeout=0;
    clock_led=0; 
    clock_countdown=0;  
    pos_countdown=1;  
    staus=1;  
    g_rst = 0;   
end
mod10counter u0(clk0,input_rst,input_start,q0);
mod10counter u1(clk1,input_rst,input_start,q1);
mod10counter u2(clk2,input_rst,input_start,q2);
mod10counter u3(clk3,input_rst,input_start,q3);
smg s0(clk,num,input_rst,led);
smg s1(clk,countdown,0,led_countdown);
always @(posedge clk)  
begin
    if(countdown==4'b0000) 
    begin
        input_start<=0;  
        input_rst<=1;  
        g_rst <= 1;  
    end
    else
    begin
        g_rst <= 0;  
    	input_start<=setpw|judge;  
    	input_rst<=rst|((~judge)&(~setpw));  
    end
    if(clock_led==200000)
    begin
        timeout<=1;
        clock_led<=0;
    end
    else
    begin
        timeout<=0;
        clock_led<=clock_led+1;
    end
    if(judge&&countdown!=4'b0000&&~staus)  
    begin
        if(clock_countdown!=1250000000)
        begin
            clock_countdown<=clock_countdown+1;
        end
        case(clock_countdown)
            1250000000:
                countdown<=4'b0000;
            1000000000:
                countdown<=4'b0001;
            750000000:
                countdown<=4'b0010;
            500000000:
                countdown<=4'b0011;
            250000000:
                countdown<=4'b0100;
            0:
                countdown<=4'b0101;
        endcase
    end
    else if(~judge)  
    begin
        countdown<=4'b0101;
        clock_countdown<=0;
    end
    if(setpw && staus) 
    begin
        pw0<=q0;
        pw1<=q1;
        pw2<=q2;
        pw3<=q3;
    end
end
always @(posedge timeout)
begin
    if (pos==4'b0001)
    begin
        pos<=4'b0010;
        num<=q1;
    end
    else if(pos==4'b0010)
    begin
        pos<=4'b0100;
        num<=q2;
    end
    else if(pos==4'b0100)
    begin
        pos<=4'b1000;
        num<=q3;
    end
    else if(pos==4'b1000)
    begin
        pos<=4'b0001;
        num<=q0;
    end
end
always @(*)
begin
    if(judge)
    begin
        if(pw0==q0&&pw1==q1&&pw2==q2&&pw3==q3&&countdown!=4'b0000)
            staus<=1;
        else
            staus<=0;
    end
end
endmodule
module mod10counter(clk,rst,start,out);
input clk; 
input rst; 
input start; 
output reg [3:0] out; 
always @(posedge clk or posedge rst)  
begin
    if (rst)
        out <= 4'b0000; 
    else if(start)  
    begin
        if(out==4'b1001)
            out <=4'b0000; 
        else
            out<=out+4'b0001; 
    end
end
endmodule
module smg(clk,num,rst,out);
input clk; 
input [3:0] num; 
input rst; 
output reg [6:0] out; 
always @(posedge clk or posedge rst)
begin
    if(rst)
        out<=7'b1111110; 
    else
    begin
        case(num)  
            4'b0000:
                out <= 7'b1111110;
            4'b0001:
                out <= 7'b0110000;
            4'b0010:
                out <= 7'b1101101;
            4'b0011:
                out <= 7'b1111001;
            4'b0100:
                out <= 7'b0110011;
            4'b0101:
                out <= 7'b1011011;
            4'b0110:
                out <= 7'b1011111;
            4'b0111:
                out <= 7'b1110000;
            4'b1000:
                out <= 7'b1111111;
            4'b1001:
                out <= 7'b1111011;
            default:
                out <= 7'b1111110;
        endcase
    end
end
endmodule
==> flow/run.sh <==
#!/bin/bash
# OpenROAD 26Q1-2900-gdf79404cd8, Yosys 0.63+post, stock flow scripts
make -C /OpenROAD-flow-scripts/flow DESIGN_CONFIG=/design/flow/config.mk WORK_HOME=/design/flow/orfs finish
==> flow/config.mk <==
export PLATFORM = sky130hd
export DESIGN_NAME = main
export DESIGN_NICKNAME = main
export VERILOG_FILES = /design/flow/design.v
export SDC_FILE = /design/flow/constraint.sdc
export NUM_CORES = 4
export LEC_CHECK = 1
export CORE_UTILIZATION = 30
==> flow/constraint.sdc <==
current_design main

set clk_period 8.4
set clk_io_pct 0.2

create_clock -name clk0 -period $clk_period [get_ports {clk}]
create_clock -name clk1 -period $clk_period [get_ports {clk0}]
create_clock -name clk2 -period $clk_period [get_ports {clk1}]
create_clock -name clk3 -period $clk_period [get_ports {clk2}]
create_clock -name clk4 -period $clk_period [get_ports {clk3}]

set non_clock_inputs [all_inputs -no_clocks]
set_input_delay [expr $clk_period * $clk_io_pct] -clock clk0 $non_clock_inputs
set_output_delay [expr $clk_period * $clk_io_pct] -clock clk0 [all_outputs]
==> flow_summary.yaml <==
# physical design summary
outcome:
  status: "finished clean"
pwr:
  p_leak_nw: 2.64
  power_density_nw_per_um2: 230
  finalPower_w: 0.00167
  ir_drop_uv: 110
die:
  core_area_um2: 20200
  chipArea_um2: 21200
  die_y_um: 146
  io_pins: 29
  fp.dieW_um: 146
  initCoreUtil: 0.306
  rows: 52
placed_design:
  gp_congestion: 0.914
  dp_slack_ps: 4490
  dp_hpwl_mm: 8.36
  io_buffers: 23
sta:
  skew_ps: 13.0
  maxSlewHeadroom: 0.412
  untimed_endpoints: 25
  tns_ps: 0
  setup_viol: 0
  tightest_slew_ps: 869
  unclocked_regs: 9
  finalHoldWorstSlack_ps: 226
  rsz0062_at_grt: "no"
  slew_violations: 0
  hold_viol: 0
  layout_setup_ws_ps: 4850
yosys:
  ff_type: "edfxtp_1"
  synth.yosys.warnings: 4
  syn_avg_cell_area_um2: 10.1
  ys_area_um2: 6190
  netlist_area_um2: 6190
  ys_ff: 126
  synth.distinct_cells: 58
  synth-edff-count: 55
  synthCells: 610
  postSynth.asyncResetShare: 0.183
  yosys_cells: 610
global_routing:
  antenna_found_initial: 0
  grt_pass1_wl_mm: 21.0
  met2_usage: 0.177
  busiest_layer: "met1"
  grtUsageTotal: 0.126
  grtUsageMet1: 0.200
  grt_pass1_vias: 4146
  overflow: 0
  grt_use_met3: 0.0381
  grt_max_degree: 36
cts:
  cts_resized: 0
  path_clk_slew_ps: 70
  post-cts-setup-buffers: 0
  hold_buffers: 0
  cts_tree: "done"
route:
  num_vias: 4407
  wl_mm: 12.1
  first_iter_violations: 271
  post_drt_wl_per_cell_um: 13.3
  drt-pass1-iter-count: 4
  vias_per_cell: 4.85
  insertedDiodeCount: 0
  drc_errors: 0
  ant_nets: 0
critical_path:
  endpoint_kind: "flop"
  cpLargestDelayFamily: "buffers and inverters"
  max_stage_delay_ps: 650
  cp_slowest_cell: "clkdlybuf4s50_1"
  path_class: "input pin to flop"
  path_max_fanout: 35
  crit_start: "judge"
  startpoint_type: "input pin"
  crit_top_cell: "buf_4"
  path_cells: "clkdlybuf4s50_1, nand3b_1, buf_4, o21ai_2, buf_4"
  cp.required_ps: 8410
  crit_buf_inv: 3
  r2r-start: "clock_countdown[0]"
  critPathArrivalTime_ps: 3560
layout:
  fillCellCount: 1969
  finish.utilization: 0.359
  drive_gt1_frac: 0.0876
  syn_to_final_growth_pct: 17.5
hold_path:
  min_path_type: "flop to asynchronous set/reset pin"
flow_run:
  warning_count: 36
  maxCapViolCount: 0
## cells by family after synthesis
group           count (synthesis)  share of synthesized area
mux                             4                    0.00708
simple gates                  273                      0.244
latches                         1                    0.00243
xor+xnor                       75                      0.106
compound gates                 69                     0.0670
flops                         125                      0.513
buf+inv                        48                     0.0311
fa+ha+maj                      14                     0.0283
other cells                     1                   0.000606
## path summary, 6_finish.rpt
check | end | slack, ps | cells past startpoint
max in group clk3 | u2.out[3] | 6950 | 4
min in group clk2 | u1.out[0] | 590 | 1
min reg2reg | s0.out[0] | 230 | 2
min in group clk3 | u2.out[0] | 600 | 1
max in group clk1 | u0.out[3] | 6950 | 4
min in group clk0 | pw2[3] | 460 | 0
max reg2reg | countdown[2] | 5750 | 7
max | clock_countdown[28] | 4850 | 5
min | s0.out[0] | 230 | 2
max in group clk4 | u3.out[3] | 6950 | 4
## registers in the layout (all words and copies together) (netlist names)
signal and cells:
timeout 1, pw3 4, u3.out 4, clock_countdown 32, s0.out 7, s1.out 7, num 4, input_start 1
g_rst 1, pos 4, countdown 3, u2.out 4, u0.out 4, staus 1, pw2 4, pw0 4
input_rst 1, pw1 4, clock_led 32, u1.out 4
## power breakdown
part           switching [W]  leakage, nW  internal [W]  total [W]
combinational      0.0000874         1.13      0.000101   0.000188
clock               0.000242        0.290      0.000451   0.000693
sequential          0.000121         1.22      0.000671   0.000792
total               0.000451         2.64       0.00122    0.00167
## worst min-delay path: cells and delay by family (launching register included)
family                 cells  cell delay (ps)
flip-flops                 1              300
buffers and inverters      2              320
## stage by stage
step,area [µm²],instances
after floorplan,6190,610
after global placement,6680,881
after detailed placement,6680,881
after global routing,7270,909
final,7270,909
after CTS,7270,909
## synthesized netlist by cell type (all sizes together) (12+ instances only)
cell type | instances | share of area
a21oi | 16 | 0.013
clkbuf | 20 | 0.013
dfrtp | 17 | 0.069
dfxtp | 47 | 0.15
edfxtp | 55 | 0.27
ha | 14 | 0.028
inv | 22 | 0.013
nand2 | 55 | 0.034
nand3 | 29 | 0.023
nand4 | 23 | 0.026
nor2 | 61 | 0.037
nor2b | 12 | 0.012
nor3 | 17 | 0.017
nor4 | 16 | 0.021
o21ai | 28 | 0.023
or3 | 13 | 0.013
xnor2 | 34 | 0.048
xor2 | 41 | 0.058
## layout make-up
class	count	area [µm²]	area share
multi-input cells	436	2810	0.387
flip-flops and latches	126	3190	0.439
clock inverters	6	52.6	0.00723
clock buffers	22	529	0.0728
repair buffers	27	260	0.0358
well taps	270	338	0.0465
inverters	22	82.6	0.0114
## cells in the final DEF (no fill, tap or decap), drive strengths merged, types with 3 or more instances in the layout
| cell | n |
|---|---|
| nor2 | 61 |
| edfxtp | 55 |
| nand2 | 55 |
| dfxtp | 47 |
| xor2 | 41 |
| xnor2 | 34 |
| nand3 | 29 |
| o21ai | 28 |
| inv | 28 |
| clkdlybuf4s50 | 23 |
| nand4 | 23 |
| clkbuf | 22 |
| dfrtp | 17 |
| nor3 | 17 |
| a21oi | 16 |
| nor4 | 16 |
| ha | 14 |
| or3 | 13 |
| nor2b | 12 |
| and3 | 8 |
| nor4b | 7 |
| nor3b | 6 |
| dfstp | 6 |
| or4 | 6 |
| a21o | 4 |
| o22ai | 4 |
| and4 | 4 |
| buf | 4 |
| and2 | 4 |
| nand3b | 3 |
| o22a | 3 |
| o221ai | 3 |
| mux2 | 3 |
## layer usage
metal	share of wire	wire, µm	vias to the layer above
met2	0.43	5180	128
met1	0.49	5920	2051
met4	0.017	203	0
met5	0	0	-
li1	-	-	2210
met3	0.066	796	18
Power and IR drop assume default switching activity.
